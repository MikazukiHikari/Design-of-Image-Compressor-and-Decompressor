<file path="design/flow/design.v">
module VEP(
  input              clk,
  input              rst,
  input  [2:0] VEP_x,
  input  [2:0] VEP_y,
  input	pixel_en, 
  input  [8*3 - 1:0] pixel,
  input  [8*3 - 1:0] weight_initial,
  input              weight_update,
  output reg [5:0]  tag,
  output reg [9:0] manhattan_distance 
);
reg [23:0]weight;
reg [23:0]input_pixel;
wire rbig;
wire gbig;
wire bbig;
wire [23:0] tmp_weight;
wire [7:0] minus_r;
wire [7:0] minus_b;
wire [7:0] minus_g;
wire [7:0] front_r;
wire [7:0] back_r;
wire [7:0] front_b;
wire [7:0] back_b;
wire [7:0] front_g;
wire [7:0] back_g;
always @(posedge clk or posedge rst) begin
	if(rst)begin
		weight <= 24'b0;
	end
	else if ((weight_update)&&(pixel_en)) begin
		weight <= weight_initial;
	end
	else begin
		weight <= weight;
	end
end
always @(posedge clk or posedge rst) begin
	if(rst)begin
		input_pixel <= 24'b0;
	end
	else  begin
		input_pixel <= pixel;	
	end
end
assign tmp_weight = weight;
assign rbig = (tmp_weight[23:16]>input_pixel[23:16]) ? 1'b1 : 1'b0;
assign gbig = (tmp_weight[15:8]>input_pixel[15:8]) ? 1'b1 : 1'b0;
assign bbig = (tmp_weight[7:0]>input_pixel[7:0]) ? 1'b1 : 1'b0;
assign minus_r = front_r - back_r;
assign front_r = (rbig) ? tmp_weight[23:16]:input_pixel[23:16];
assign back_r = (rbig) ? input_pixel[23:16]:tmp_weight[23:16];
assign minus_g = front_g - back_g;
assign front_g = (gbig) ? tmp_weight[15:8]:input_pixel[15:8];
assign back_g = (gbig) ? input_pixel[15:8]:tmp_weight[15:8];
assign minus_b = front_b - back_b;
assign front_b = (bbig) ? tmp_weight[7:0]:input_pixel[7:0];
assign back_b = (bbig) ? input_pixel[7:0]:tmp_weight[7:0];
always @(*)begin
	manhattan_distance = {{2'b0},minus_r}+{{2'b0},minus_g}+{{2'b0},minus_b};
end
always @(*)begin
	tag = {VEP_y,VEP_x};
end
endmodule
</file>
<file path="design/flow/run.sh">
#!/bin/bash
# OpenROAD 26Q1-2900-gdf79404cd8, Yosys 0.63+post, stock flow scripts
make -C /OpenROAD-flow-scripts/flow DESIGN_CONFIG=/design/flow/config.mk WORK_HOME=/design/flow/orfs finish
</file>
<file path="design/flow/config.mk">
export PLATFORM = sky130hd
export DESIGN_NAME = VEP
export DESIGN_NICKNAME = VEP
export VERILOG_FILES = /design/flow/design.v
export SDC_FILE = /design/flow/constraint.sdc
export NUM_CORES = 4
export LEC_CHECK = 1
export CORE_UTILIZATION = 40
</file>
<file path="design/flow/constraint.sdc">
current_design VEP

set clk_period 11.9
set clk_io_pct 0.2

create_clock -name clk0 -period $clk_period [get_ports {clk}]

set non_clock_inputs [all_inputs -no_clocks]
set_input_delay [expr $clk_period * $clk_io_pct] -clock clk0 $non_clock_inputs
set_output_delay [expr $clk_period * $clk_io_pct] -clock clk0 [all_outputs]
</file>
==> impl_metrics.py <==
# Flow results
metrics = {
    "routing": {
        "dr.first_iter.drc_count": 50,
        "antenna_cells": 0,
        "vias": 2859,
        "first_pass_iters": 6,
        "drtAntennaViolNets": 0,
        "drt_wl_total_microns": 7420,
        "via_per_inst": 5.19,
        "wl_per_cell_microns": 13.5,
        "drcViolationCount": 0,
    },
    "cts": {
        "cts_root_buffer": "clkbuf_8",
        "h-tree-depth": 2,
        "cts_tree": "done",
        "cts_buffer_depth": 2,
        "insertion_delay_ns": 0.30,
        "cts.clk_slew.worst_paths_ns": 0.10,
        "cts_sinks": 48,
        "post_cts_resized": 0,
        "postCtsSetupBuffers": 0,
        "cts_buffers": 5,
        "hold_buffers": 0,
    },
    "synthesis": {
        "ys_seq_share_pct": 31.9,
        "async_flop_share_pct": 100,
        "yosysChipArea_sq_um": 3760,
        "synth-edff-count": 0,
        "yosys-stat-cells": 379,
        "ys.flops": 48,
        "syn_avg_cell_area_sq_um": 9.92,
        "netlist_instances": 379,
        "synth_cell_types": 69,
        "synth-main-ff-cell": "dfrtp_1",
        "syn-cell-area_sq_um": 3760,
        "yosys_warnings": 1,
    },
    "floorplanning": {
        "chipArea_sq_um": 9790,
        "die_w_microns": 99.0,
        "fp_util_pct": 41.1,
        "ios": 74,
        "die_h_microns": 99.0,
        "fp-row-count": 35,
        "core-area_sq_um": 9150,
    },
    "pwr": {
        "power.density_nw_per_um2": 233,
        "static-leakage-power_uw": 0.00207,
        "netSwitchingFraction_pct": 36.1,
        "irDropWorstVdd_uv": 280,
        "switchingPower_uw": 384,
        "power.internal_uw": 679,
        "seqPwrFrac_pct": 18.1,
        "combinationalPowerShare_pct": 72.1,
        "clkPwrFrac_pct": 9.9,
        "p_total_uw": 1060,
    },
    "setup_path": {
        "cp-start-kind": "flip-flop",
        "crit_buf_inv": 2,
        "slowest_stage": "fa_1",
        "path_common_cell": "a21oi_1",
        "path_delay_family": "AND-OR/OR-AND gates",
        "critical_path.max_fanout": 9,
        "cp.arrival_ns": 5.58,
        "end_kind": "output port",
        "criticalPathCategory": "flip-flop to output port",
        "cp_data_required_time_ns": 9.52,
        "worstPathCellList": "ha_1 > and2_0 > nand4_2 > and2_1 > a2111oi_0 > a21oi_1 > ha_1 > nand3b_1 > xnor2_1 > fa_1 > inv_1 > ha_1 > a21o_1 > a21oi_1 > o21bai_1 > a21oi_1 > o21bai_1 > a21oi_1 > xnor2_1 > clkdlybuf4s50_1",
        "rrSetupSlack_ns": 11.06,
        "crit_path_max_incr_delay_ns": 0.54,
    },
    "global_routing": {
        "grt-ovfl-total": 0,
        "track_usage_pct": 16.4,
        "grt_antenna_before_repair": 0,
        "grt_pass1_wl_microns": 12500,
        "first_global_vias": 2688,
        "grt_max_degree": 49,
    },
    "final_timing": {
        "fmax_mhz": 126,
        "worstMarginPinSlew_ns": 0.592,
        "setup_viol": 0,
        "fin_crit_sh_pct": 66.9,
        "min_period_ns": 7.96,
        "slew_headroom_pct": 60.5,
        "tns_ns": 0,
        "skew_ns": 0,
        "rsz0062_at_grt": "false",
        "slew_violations": 0,
        "hold_viol_final": 0,
    },
    "place": {
        "place_congestion": 0.882,
        "dp_hpwl_microns": 5950,
        "port_buffers": 61,
    },
    "flow_run": {
        "max_cap_violations": 0,
        "tool_warnings": 25,
    },
    "finish": {
        "logic_area_sq_um": 2300,
        "fillers": 830,
        "seqCellArea_sq_um": 1200,
        "final_common_cell": "clkdlybuf4s50_1",
        "most-common-layout-cells": "clkdlybuf4s50_1 (61), inv_1 (50), dfrtp_1 (48), ha_1 (34), mux2_2 (25)",
        "area_delta_synth_final_pct": 21.2,
        "drive_above_1_share_pct": 12.5,
    },
    "run_status": {
        "outcome": "finished clean",
    },
    "worst_hold_path": {
        "worstHoldPathType": "flip-flop to flip-flop",
    },
}
metrics by stage:
| step | cell area (sq um) | worst slack (ns) | util, % | cells | hold WS [ns] |
|---|---|---|---|---|---|
| floorplan | 3760 | 5.19 | - | 379 | 0.484 |
| global placement | 4460 | 4.39 | 48.7 | 543 | 0.501 |
| detailed placement | 4460 | 4.29 | 48.7 | 543 | 0.504 |
| CTS | 4560 | 3.93 | 49.8 | 551 | 0.528 |
| global route | 4560 | 3.41 | 49.8 | 551 | 0.539 |
| finish | 4560 | 3.94 | 49.8 | 551 | 0.526 |
power by group through the flow:
stage                 Sequential (uW)  Combinational, uW  Clock, uW
after global routing              195                865        117
after CTS                         192                777        110
final                             192                766        105
worst paths after layout:
| kind | start | cells past startpoint | endpoint |
|---|---|---|---|
| max | weight[19]$_DFFE_PP0P_ | 20 | manhattan_distance[8] |
| min | weight[23]$_DFFE_PP0P_ | 1 | weight[23]$_DFFE_PP0P_ |
| max reg2reg | weight[9]$_DFFE_PP0P_ | 1 | weight[9]$_DFFE_PP0P_ |
| min reg2reg | weight[23]$_DFFE_PP0P_ | 1 | weight[23]$_DFFE_PP0P_ |
| max in group asynchronous | rst | 3 | weight[23]$_DFFE_PP0P_ |
| min in group asynchronous | rst | 3 | input_pixel[8]$_DFF_PP0_ |
synth_stat cells, types with 5 or more instances:
| library cell | n | share of area, % |
|---|---|---|
| nand2_1 | 14 | 1.4 |
| xnor2_1 | 16 | 3.7 |
| o211ai_1 | 8 | 1.6 |
| nor2b_1 | 7 | 1.2 |
| nand2b_1 | 10 | 1.7 |
| fa_1 | 9 | 4.8 |
| nand4_1 | 5 | 0.83 |
| mux2i_1 | 8 | 2.1 |
| inv_1 | 51 | 5.1 |
| ha_1 | 34 | 11 |
| a21oi_1 | 22 | 2.9 |
| mux2_2 | 25 | 7.5 |
| buf_4 | 7 | 1.4 |
| nand3_1 | 7 | 0.93 |
| dfrtp_1 | 48 | 32 |
| xor2_1 | 5 | 1.2 |
| and2_1 | 6 | 1.0 |
| nor2_1 | 10 | 1.0 |
sequential cells by signal, summed over array words and instances (netlist names):
signal       count
input_pixel     24
weight          24
layout make-up:
class,instances,area share (%)
timing repair buffer,63,13.7
sequential,48,26.4
inverter,51,4.20
tap,111,3.05
multi-input combinational,270,50.5
clock buffer,6,1.81
clock inverter,2,0.302
layer usage:
metal / track usage, % / share of wire (%)
met1: 25.5 / 49
met2: 25.7 / 46
met3: 2.60 / 4.1
met4: 1.61 / 1.1
met5: 0 / 0
cells by family after synthesis:
logic type | share of synthesized area (%)
AND-OR/OR-AND | 17.1
XOR/XNOR | 4.89
adder cells (fa/ha/maj) | 16.1
buffers and inverters | 6.82
flip-flops | 31.9
multiplexers | 9.61
AND/OR/NAND/NOR | 13.6
Power figures rest on the tool's default switching activity, not on a simulated workload.
