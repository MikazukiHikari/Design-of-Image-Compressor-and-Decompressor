File: design/flow/run.sh
#!/bin/bash
# OpenROAD 26Q1-2900-gdf79404cd8, Yosys 0.63+post, stock flow scripts
make -C /OpenROAD-flow-scripts/flow DESIGN_CONFIG=/design/flow/config.mk WORK_HOME=/design/flow/orfs finish
File: design/flow/config.mk
export PLATFORM = sky130hd
export DESIGN_NAME = WSC
export DESIGN_NICKNAME = WSC
export VERILOG_FILES = /design/flow/design.v
export SDC_FILE = /design/flow/constraint.sdc
export NUM_CORES = 4
export LEC_CHECK = 1
export CORE_UTILIZATION = 50
File: design/flow/constraint.sdc
current_design WSC

set clk_period 209.3
set clk_io_pct 0.2

create_clock -name clk0 -period $clk_period

set non_clock_inputs [all_inputs -no_clocks]
set_input_delay [expr $clk_period * $clk_io_pct] -clock clk0 $non_clock_inputs
set_output_delay [expr $clk_period * $clk_io_pct] -clock clk0 [all_outputs]
File: design/flow/design.v
module WSC(
	input  [10*64 - 1:0] VEPs_manhattan_distance,
	output reg [2:0] winner_x,
	output reg [2:0] winner_y
);
wire [2:0] tmp_x;
wire [2:0] tmp_y;
wire [9:0]tmp0;
wire [9:0]tmp1;
wire [9:0]tmp2;
wire [9:0]tmp3;
wire [9:0]tmp4;
wire [9:0]tmp5;
wire [9:0]tmp6;
wire [9:0]tmp7;
wire [9:0]tmp8;
wire [9:0]tmp9;
wire [9:0]tmp10;
wire [9:0]tmp11;
wire [9:0]tmp12;
wire [9:0]tmp13;
wire [9:0]tmp14;
wire [9:0]tmp15;
wire [9:0]tmp16;
wire [9:0]tmp17;
wire [9:0]tmp18;
wire [9:0]tmp19;
wire [9:0]tmp20;
wire [9:0]tmp21;
wire [9:0]tmp22;
wire [9:0]tmp23;
wire [9:0]tmp24;
wire [9:0]tmp25;
wire [9:0]tmp26;
wire [9:0]tmp27;
wire [9:0]tmp28;
wire [9:0]tmp29;
wire [9:0]tmp30;
wire [9:0]tmp31;
wire [9:0]twotmp0;
wire [9:0]twotmp1;
wire [9:0]twotmp2;
wire [9:0]twotmp3;
wire [9:0]twotmp4;
wire [9:0]twotmp5;
wire [9:0]twotmp6;
wire [9:0]twotmp7;
wire [9:0]twotmp8;
wire [9:0]twotmp9;
wire [9:0]twotmp10;
wire [9:0]twotmp11;
wire [9:0]twotmp12;
wire [9:0]twotmp13;
wire [9:0]twotmp14;
wire [9:0]twotmp15;
wire [9:0]threetmp0;
wire [9:0]threetmp1;
wire [9:0]threetmp2;
wire [9:0]threetmp3;
wire [9:0]threetmp4;
wire [9:0]threetmp5;
wire [9:0]threetmp6;
wire [9:0]threetmp7;
wire [9:0]fourtmp0;
wire [9:0]fourtmp1;
wire [9:0]fourtmp2;
wire [9:0]fourtmp3;
wire [9:0]fivetmp0;
wire [9:0]fivetmp1;
wire [9:0]sixtmp0;
wire [9:0]finalx;
assign tmp0 = (VEPs_manhattan_distance[9:0]<=VEPs_manhattan_distance[19:10])? 10'd0 : 10'd10;
assign tmp1 = (VEPs_manhattan_distance[29:20]<=VEPs_manhattan_distance[39:30])? 10'd20 : 10'd30;
assign tmp2 = (VEPs_manhattan_distance[49:40]<=VEPs_manhattan_distance[59:50])? 10'd40 : 10'd50;
assign tmp3 = (VEPs_manhattan_distance[69:60]<=VEPs_manhattan_distance[79:70])? 10'd60 : 10'd70;
assign tmp4 = (VEPs_manhattan_distance[89:80]<=VEPs_manhattan_distance[99:90])? 10'd80 : 10'd90;
assign tmp5 = (VEPs_manhattan_distance[109:100]<=VEPs_manhattan_distance[119:110]) ? 10'd100 : 10'd110;
assign tmp6 = (VEPs_manhattan_distance[129:120]<=VEPs_manhattan_distance[139:130]) ? 10'd120 : 10'd130;
assign tmp7 = (VEPs_manhattan_distance[149:140]<=VEPs_manhattan_distance[159:150]) ? 10'd140 : 10'd150;
assign tmp8 = (VEPs_manhattan_distance[169:160]<=VEPs_manhattan_distance[179:170]) ? 10'd160 : 10'd170;
assign tmp9 =  (VEPs_manhattan_distance[189:180]<=VEPs_manhattan_distance[199:190]) ? 10'd180 : 10'd190;
assign tmp10 = (VEPs_manhattan_distance[209:200]<=VEPs_manhattan_distance[219:210]) ? 10'd200 : 10'd210;
assign tmp11 = (VEPs_manhattan_distance[229:220]<=VEPs_manhattan_distance[239:230]) ? 10'd220 : 10'd230;
assign tmp12 = (VEPs_manhattan_distance[249:240]<=VEPs_manhattan_distance[259:250]) ? 10'd240 : 10'd250;
assign tmp13 = (VEPs_manhattan_distance[269:260]<=VEPs_manhattan_distance[279:270]) ? 10'd260 : 10'd270;
assign tmp14 = (VEPs_manhattan_distance[289:280]<=VEPs_manhattan_distance[299:290]) ? 10'd280 : 10'd290;
assign tmp15 = (VEPs_manhattan_distance[309:300]<=VEPs_manhattan_distance[319:310]) ? 10'd300 : 10'd310;
assign tmp16 = (VEPs_manhattan_distance[329:320]<=VEPs_manhattan_distance[339:330]) ? 10'd320 : 10'd330;
assign tmp17 = (VEPs_manhattan_distance[349:340]<=VEPs_manhattan_distance[359:350]) ? 10'd340 : 10'd350;
assign tmp18 = (VEPs_manhattan_distance[369:360]<=VEPs_manhattan_distance[379:370]) ? 10'd360 : 10'd370;
assign tmp19 = (VEPs_manhattan_distance[389:380]<=VEPs_manhattan_distance[399:390]) ? 10'd380 : 10'd390;
assign tmp20 = (VEPs_manhattan_distance[409:400]<=VEPs_manhattan_distance[419:410]) ? 10'd400 : 10'd410;
assign tmp21 = (VEPs_manhattan_distance[429:420]<=VEPs_manhattan_distance[439:430]) ? 10'd420 : 10'd430;
assign tmp22 = (VEPs_manhattan_distance[449:440]<=VEPs_manhattan_distance[459:450]) ? 10'd440 : 10'd450;
assign tmp23 = (VEPs_manhattan_distance[469:460]<=VEPs_manhattan_distance[479:470]) ? 10'd460 : 10'd470;
assign tmp24 = (VEPs_manhattan_distance[489:480]<=VEPs_manhattan_distance[499:490]) ? 10'd480 : 10'd490;
assign tmp25 = (VEPs_manhattan_distance[509:500]<=VEPs_manhattan_distance[519:510]) ? 10'd500 : 10'd510;
assign tmp26 = (VEPs_manhattan_distance[529:520]<=VEPs_manhattan_distance[539:530]) ? 10'd520 : 10'd530;
assign tmp27 = (VEPs_manhattan_distance[549:540]<=VEPs_manhattan_distance[559:550]) ? 10'd540 : 10'd550;
assign tmp28 = (VEPs_manhattan_distance[569:560]<=VEPs_manhattan_distance[579:570]) ? 10'd560 : 10'd570;
assign tmp29 = (VEPs_manhattan_distance[589:580]<=VEPs_manhattan_distance[599:590]) ? 10'd580 : 10'd590;
assign tmp30 = (VEPs_manhattan_distance[609:600]<=VEPs_manhattan_distance[619:610]) ? 10'd600 : 10'd610;
assign tmp31 = (VEPs_manhattan_distance[629:620]<=VEPs_manhattan_distance[639:630]) ? 10'd620 : 10'd630;
assign twotmp0 = (VEPs_manhattan_distance[tmp0 +: 10'd10]<=VEPs_manhattan_distance[tmp1 +: 10'd10]) ? tmp0 : tmp1;
assign twotmp1 = (VEPs_manhattan_distance[tmp2 +: 10'd10]<=VEPs_manhattan_distance[tmp3 +: 10'd10]) ? tmp2 : tmp3;
assign twotmp2 = (VEPs_manhattan_distance[tmp4 +: 10'd10]<=VEPs_manhattan_distance[tmp5 +: 10'd10]) ? tmp4 : tmp5;
assign twotmp3 = (VEPs_manhattan_distance[tmp6 +: 10'd10]<=VEPs_manhattan_distance[tmp7 +: 10'd10]) ? tmp6 : tmp7;
assign twotmp4 = (VEPs_manhattan_distance[tmp8 +: 10'd10]<=VEPs_manhattan_distance[tmp9 +: 10'd10]) ? tmp8 : tmp9;
assign twotmp5 = (VEPs_manhattan_distance[tmp10 +: 10'd10]<=VEPs_manhattan_distance[tmp11 +: 10'd10]) ? tmp10 : tmp11;
assign twotmp6 = (VEPs_manhattan_distance[tmp12 +: 10'd10]<=VEPs_manhattan_distance[tmp13 +: 10'd10]) ? tmp12 : tmp13;
assign twotmp7 = (VEPs_manhattan_distance[tmp14 +: 10'd10]<=VEPs_manhattan_distance[tmp15 +: 10'd10]) ? tmp14 : tmp15;
assign twotmp8 = (VEPs_manhattan_distance[tmp16 +: 10'd10]<=VEPs_manhattan_distance[tmp17 +: 10'd10]) ? tmp16 : tmp17;
assign twotmp9 = (VEPs_manhattan_distance[tmp18 +: 10'd10]<=VEPs_manhattan_distance[tmp19 +: 10'd10]) ? tmp18 : tmp19;
assign twotmp10 = (VEPs_manhattan_distance[tmp20 +: 10'd10]<=VEPs_manhattan_distance[tmp21 +: 10'd10]) ? tmp20 : tmp21;
assign twotmp11 = (VEPs_manhattan_distance[tmp22 +: 10'd10]<=VEPs_manhattan_distance[tmp23 +: 10'd10]) ? tmp22 : tmp23;
assign twotmp12 = (VEPs_manhattan_distance[tmp24 +: 10'd10]<=VEPs_manhattan_distance[tmp25 +: 10'd10]) ? tmp24 : tmp25;
assign twotmp13 = (VEPs_manhattan_distance[tmp26 +: 10'd10]<=VEPs_manhattan_distance[tmp27 +: 10'd10]) ? tmp26 : tmp27;
assign twotmp14 = (VEPs_manhattan_distance[tmp28 +: 10'd10]<=VEPs_manhattan_distance[tmp29 +: 10'd10]) ? tmp28 : tmp29;
assign twotmp15 = (VEPs_manhattan_distance[tmp30 +: 10'd10]<=VEPs_manhattan_distance[tmp31 +: 10'd10]) ? tmp30 : tmp31;
assign threetmp0 = (VEPs_manhattan_distance[twotmp0 +: 10'd10]<=VEPs_manhattan_distance[twotmp1 +: 10'd10]) ? twotmp0 : twotmp1;
assign threetmp1 = (VEPs_manhattan_distance[twotmp2 +: 10'd10]<=VEPs_manhattan_distance[twotmp3 +: 10'd10]) ? twotmp2 : twotmp3;
assign threetmp2 = (VEPs_manhattan_distance[twotmp4 +: 10'd10]<=VEPs_manhattan_distance[twotmp5 +: 10'd10]) ? twotmp4 : twotmp5;
assign threetmp3 = (VEPs_manhattan_distance[twotmp6 +: 10'd10]<=VEPs_manhattan_distance[twotmp7 +: 10'd10]) ? twotmp6 : twotmp7;
assign threetmp4 = (VEPs_manhattan_distance[twotmp8 +: 10'd10]<=VEPs_manhattan_distance[twotmp9 +: 10'd10]) ? twotmp8 : twotmp9;
assign threetmp5 = (VEPs_manhattan_distance[twotmp10 +: 10'd10]<=VEPs_manhattan_distance[twotmp11 +: 10'd10]) ? twotmp10 : twotmp11;
assign threetmp6 = (VEPs_manhattan_distance[twotmp12 +: 10'd10]<=VEPs_manhattan_distance[twotmp13 +: 10'd10]) ? twotmp12 : twotmp13;
assign threetmp7 = (VEPs_manhattan_distance[twotmp14 +: 10'd10]<=VEPs_manhattan_distance[twotmp15 +: 10'd10]) ? twotmp14 : twotmp15;
assign fourtmp0 = (VEPs_manhattan_distance[threetmp0 +: 10'd10]<=VEPs_manhattan_distance[threetmp1 +: 10'd10]) ? threetmp0 : threetmp1;
assign fourtmp1 = (VEPs_manhattan_distance[threetmp2 +: 10'd10]<=VEPs_manhattan_distance[threetmp3 +: 10'd10]) ? threetmp2 : threetmp3;
assign fourtmp2 = (VEPs_manhattan_distance[threetmp4 +: 10'd10]<=VEPs_manhattan_distance[threetmp5 +: 10'd10]) ? threetmp4 : threetmp5;
assign fourtmp3 = (VEPs_manhattan_distance[threetmp6 +: 10'd10]<=VEPs_manhattan_distance[threetmp7 +: 10'd10]) ? threetmp6 : threetmp7;
assign fivetmp0 = (VEPs_manhattan_distance[fourtmp0 +: 10'd10]<=VEPs_manhattan_distance[fourtmp1 +: 10'd10]) ? fourtmp0 : fourtmp1;
assign fivetmp1 = (VEPs_manhattan_distance[fourtmp2 +: 10'd10]<=VEPs_manhattan_distance[fourtmp3 +: 10'd10]) ? fourtmp2 : fourtmp3;
assign sixtmp0 = (VEPs_manhattan_distance[fivetmp0 +: 10'd10]<=VEPs_manhattan_distance[fivetmp1 +: 10'd10]) ? fivetmp0 : fivetmp1;
assign finalx = sixtmp0/(10'd10);
assign tmp_x = finalx[2:0];
assign tmp_y = finalx[5:3];
always@(*)begin
	winner_x = tmp_x;
	winner_y = tmp_y;
end
endmodule
==> qor.txt <==
Max Fclk -> 9.20 MHz
power density over cell area -> 227 nW/µm²
initial antenna violation count -> 35
count of tool warnings -> 57
Fin. Hold Viols -> 0
most common logic cells in the final layout -> nand2_1 (2427), mux2i_1 (1642), nor2_1 (1083)
most frequent logic cell in the layout -> nand2_1
Die X -> 410 µm
WL/cell -> 30.7 µm
hold buffers post-CTS -> 0
area reported by Yosys stat -> 83400 µm²
outcome -> finished, final reports clean
Reg area -> 0 µm²
MI comb area -> 77000 µm²
setup bufs post-CTS -> 0
cell taking the most area after synthesis -> mux2i_1
fill count -> 15500
crit-path most repeated cell -> buf_4
NetSw -> 13.6 mW
number of global-route vias before repair -> 96800
Max-Cap Viols -> 0
LEAKAGE -> 38.9 nW
IR drop worst, VDD -> 523 µV
die height -> 410 µm
Seq Cell Count -> 0
Largest cells by area -> mux2i_1 (20%), nand2_1 (11%), ha_1 (9.5%)
share of post-route cells with drive strength above 1 -> 0.0829
YS warnings -> 1
io pins -> 646
via count -> 107000
crit path DAT -> 66.79 ns
cts repair resizes -> 0
fin crit period -> 108.65 ns
Netlist cell types -> 103
Synth Area per Inst -> 6.49 µm²
Max Slew Vio Count -> 0
die area -> 168000 µm²
dpl hpwl -> 335000 µm
Post-synth seq share -> 0
Detail Route Antenna Nets -> 0
CP max stage cell -> clkdlybuf4s50_1
area of the core -> 165000 µm²
Final Cycle Share -> 0.519
worst hold path type -> input port to primary output
Initial Util -> 0.504
Sw Ratio -> 0.659
P_int -> 7.03 mW
worst relative slew slack -> 0.126
First-pass DRT Iterations -> 30
Syn Inst Count -> 12900
row count -> 149
Crit Path Class -> input port to primary output
WP data required -> 167.44 ns
setup TNS -> 0 ns
Syn-to-layout area delta -> 8.95%
area share, top type -> 0.200
# clk buffers -> 0
final core occ -> 0.550
startpoint types -> input port
Critical Path Sink Type -> primary output
Vias/cell -> 7.25
Total Routing Usage GR -> 0.523
Slew @ Worst Pin -> 1.30 ns
grt total ovfl -> 0
setup violators final -> 0
# DRC -> 0
Crit Path Max Fanout -> 61
IO buf count -> 646
1st-iter DRT viols -> 15700
pin count of the biggest net entering global routing -> 143
routed wire length -> 453000 µm
RSZ-0062 raised after global routing -> no
Yosys Instances -> 12900
final RePlAce weighted congestion -> 1.17
Final Power -> 20.6 mW
longest individual stage delay on the worst path -> 0.87 ns
first-pass GRT wire length -> 655000 µm
Post-Synthesis Cell Area -> 83400 µm²
## routing by layer
metal  track usage  vias up  part of all wire
met4         0.427       52              0.11
met2         0.759     8974              0.41
li1              -    47000                 -
met1         0.626    48300              0.35
met3         0.175     2799              0.14
met5             0        -           0.00073
## stage by stage
step / cell area, µm² / hold slack [ns] / setup slack, ns / cells
final: 90900 / 86.22 / 100.65 / 14800
after global routing: 90900 / 86.24 / 99.60 / 14800
after CTS: 90800 / 86.15 / 101.65 / 14800
after detailed placement: 90800 / 86.14 / 101.70 / 14800
after global placement: 90800 / 86.15 / 101.66 / 14800
after floorplan: 83400 / 84.67 / 108.40 / 12900
## logic make-up (layout without fill, tap and decap cells)
group / count (synthesis) / count (layout) / share of synthesized area
simple gates: 4701 / 4701 / 0.239
compound gates: 3632 / 3632 / 0.287
mux: 2159 / 2159 / 0.293
buf+inv: 1731 / 1443 / 0.0856
fa+ha+maj: 633 / 633 / 0.0949
other cells: 0 / 13 / 0
## synth_stat cells (18+ instances only)
master,count
nand4_1,133
o211ai_1,312
mux2i_1,1665
o22ai_1,41
o311ai_0,33
o31ai_1,24
a31o_2,20
a22oi_1,22
buf_2,279
a311oi_1,204
o21ai_1,34
nand2_1,2429
a21o_1,55
ha_1,632
nand3_1,491
a2111oi_0,31
clkbuf_1,809
buf_1,176
nor3_1,113
and2_1,63
a31oi_1,201
mux4_2,184
o21a_1,24
mux2_2,289
o2111ai_1,18
nor2_1,1092
o21ai_0,590
buf_4,52
a32oi_1,30
inv_1,390
a221oi_1,24
a21oi_1,1020
nor2b_1,90
and4_1,29
nand2b_1,61
a211oi_1,705
a211o_1,43
and3_1,141
## path summary, 6_finish.rpt
kind	start	cells after the start	endpoint	slack (ns)
worst min-delay path	VEPs_manhattan_distance[308]	12	winner_y[2]	86.22
worst max-delay path	VEPs_manhattan_distance[135]	81	winner_y[0]	100.65
## critical path, delay by kind of cell
kind / cells / cell delay [ns]
multiplexers: 1 / 0.29
AND/OR/NAND/NOR: 15 / 3.08
buffers and inverters: 15 / 6.04
AND-OR/OR-AND: 44 / 13.30
adder cells (fa/ha/maj): 6 / 2.03
## layout make-up
cell class,instances,area share
Multi-Input combinational cell,11100,0.848
Timing Repair Buffer,1051,0.106
Tap cell,2189,0.0301
Inverter,392,0.0162
Antenna cell,13,0.000358
## power groups by stage
stage / combinational, mW / clock (mW) / sequential [mW]
after global routing: 21.5 / 0.000000000651 / 0
after CTS: 19.5 / 0 / 0
Power and IR drop assume default switching activity.
