$ cat run.sh
#!/bin/bash
# OpenROAD 26Q1-2900-gdf79404cd8, Yosys 0.63+post, stock flow scripts
make -C /OpenROAD-flow-scripts/flow DESIGN_CONFIG=/design/flow/config.mk WORK_HOME=/design/flow/orfs finish
$ cat config.mk
export PLATFORM = sky130hd
export DESIGN_NAME = TAG_controller
export DESIGN_NICKNAME = TAG_controller
export VERILOG_FILES = /design/flow/design.v
export SDC_FILE = /design/flow/constraint.sdc
export NUM_CORES = 4
export LEC_CHECK = 1
export CORE_UTILIZATION = 40
$ cat design.v
module TAG_controller (
    input clk,
    input rst,         
    input [23:0] vep_D_in,
    input [5:0] vep_A_in,
	input vep_en_in,
    input tag_en_in,
    input [5:0] tag_A_in,
    input RAM_PIC_WE_in,
    input [17:0] RAM_PIC_A_in,
    input [1:0] state_in,
	output reg [1:0] state,
    output reg tag_en_out,
    output reg [5:0] tag_A_out,
	output reg vep_en_out,
    output reg [23:0]vep_D_out,
    output reg [5:0] vep_A_out,
    output reg RAM_PIC_WE_out,
    output reg [17:0] RAM_PIC_A_out
);
    always @(posedge clk or posedge rst) begin
        if (rst)
            state <=2'b00;
        else 
            state <= state_in;   
    end
	always @(posedge clk or posedge rst) begin
        if (rst)begin
            vep_en_out <=  1'b0;
        end
        else begin
            vep_en_out <= vep_en_in;
        end    
    end
	always @(posedge clk or posedge rst) begin
        if (rst)begin
            tag_en_out <= 1'b0;
        end
        else begin
            tag_en_out <=tag_en_in;
        end    
    end
	always @(posedge clk or posedge rst) begin
        if (rst)begin
            vep_A_out <= 6'd0;
        end
        else begin
            vep_A_out <= vep_A_in;
        end    
    end
	always @(posedge clk or posedge rst) begin
        if (rst)begin
            tag_A_out <= 6'd0;
        end
        else begin
            tag_A_out <= tag_A_in;
        end    
    end
	always @(posedge clk or posedge rst) begin
        if (rst)begin
            vep_D_out <= 24'd0;
        end
        else begin
            vep_D_out <= vep_D_in;
        end    
    end
	always @(posedge clk or posedge rst) begin
        if (rst)begin
            RAM_PIC_WE_out <= 1'b0;
        end
        else begin
            RAM_PIC_WE_out <= RAM_PIC_WE_in;
        end    
    end
	always @(posedge clk or posedge rst) begin
        if (rst)
            RAM_PIC_A_out <= 18'd0;
        else
            RAM_PIC_A_out <= RAM_PIC_A_in;    
    end
endmodule
$ cat constraint.sdc
current_design TAG_controller

set clk_period 1.0
set clk_io_pct 0.2

create_clock -name clk0 -period $clk_period [get_ports {clk}]

set non_clock_inputs [all_inputs -no_clocks]
set_input_delay [expr $clk_period * $clk_io_pct] -clock clk0 $non_clock_inputs
set_output_delay [expr $clk_period * $clk_io_pct] -clock clk0 [all_outputs]
==> impl_metrics.toml <==
# yosys + openroad results
[status]
outcome = "complete, but fails checks"
violations = "setup timing"

[layout]
drive_gt1_share_pct = 38.8
final_cell_mix = "60 x clkdlybuf4s50_1, 59 x dfrtp_1, 59 x buf_2"
design_area_mm2 = 0.00266
area_delta_synth_final_pct = 79.5
instances_no_fill = 242
comb_area_um2 = 0
seq_area_mm2 = 0.00148
fill_cells = 230
layout_top_cell = "clkdlybuf4s50_1"
logic_gates = 0

[worst_setup_path]
critPathTopFamily = "flip-flops"
path_cells = "buf_2"
critPathKind = "flop to output pin"
cp-start-kind = "flop"
crit_arrival_ns = 0.84
end_kind = "output pin"
cp_slowest_cell = "dfrtp_1"
slowest_delay_ns = 0.38
worst-path-max-fanout = 1
required_ns = 0.80
cp.buffers_inverters = 1

[cts]
cts_buffer_depth = 2
htreeDepth = 3
cts_resized = 181
cts_buffers = 9
cts_sinks = 59
clk_pin_slew_worst_paths_ns = 0.06
post_cts_buffers = 0
postCtsHoldBufs = 0
cts_tree = "yes"
cts-root-buf = "clkbuf_8"

[power]
power_frac_comb_pct = 8.3
p_int_mw = 3.88
pwr-share-seq_pct = 52.7
clkPwrFrac_pct = 39.0
vdd_drop_max_mv = 1.95
p_switching_mw = 0.934
p_per_area_mw_per_mm2 = 1810
swShare_pct = 19.4
leakagePower_nw = 1.27

[job]
max_cap_viol_count = 0
tool_warnings = 28

[grt]
gr-total-overflow = 0
antenna_found_initial = 0
grt_pass1_vias = 1141
grt.total_usage_pct = 24.7
grt_first_pass_wirelength_mm = 6.41
grt_max_degree = 37

[place]
portBuffers = 119
dp_cells = 227
gp_congestion = 0.701
placed_area_mm2 = 0.00277
place_ws_ns = 0.0117
dp_hpwl_mm = 2.56

[logic_synthesis]
synth_top_cell_by_area = "dfrtp_1"
ys.flops = 59
ys_types = 2
syn_inst = 60
yosysWarnings = 1
netlist_area_mm2 = 0.00148
top_cell_area_share_pct = 99.7
yosys_area_mm2 = 0.00148
synth_seq_share_pct = 99.7
synth.avg_cell_area_um2 = 24.7
yosys-stat-cells = 60
top_cells_by_area = "dfrtp_1 100%, inv_1 0.25%"

[sta]
worst_slew_pin_slew_ns = 0.182
slew_violations = 0
relSlewSlack_pct = 87.9
fin_hold_ws_ns = 0.268
rsz0062_at_grt = "yes"
fmax_mhz = 960
period_minus_slack_ns = 1.04
finalSetupTns_ns = -0.126
setup_viol = 5
setup_ws_ns = -0.0416
hold_viol = 0
period_used_pct = 104

[routing]
dr.pass1.iters = 2
drtIter0Drc = 40
via_per_inst = 4.34
wl_met2_mm = 1.83
top_layer = "met4"
n_antenna_cell = 0
ant_nets = 0
vias = 1051
drc_errors = 0
met1_length_mm = 1.54
wl_met3_um = 579
routedWlPerCell_um = 17.0
wl_mm = 4.11

[floorplan]
chip_area_mm2 = 0.00395
rows = 21
ios = 120
core-area_mm2 = 0.00344
fp_util_pct = 43.0
die-width_um = 62.8
die_h_um = 62.8

[hold_path]
worstHoldPathType = "input port to asynchronous set/reset pin"
## final cells by class
cell class,instances,area share (%)
inverter,1,0.283
clock inverter,2,0.377
clock buffer,13,6.36
tap,46,2.17
timing repair buffer,121,35.2
sequential,59,55.6
## per-layer routing
layer  GRT usage (%)  vias up
met1            34.6      506
met2            34.1       84
li1                -      446
met3            15.0       15
met4            7.27        0
met5               0        -
## power by group through the flow
stage / logic [mW] / registers, mW / clock network (mW)
4_1_cts: 0.409 / 2.54 / 1.92
5_1_grt: 0.435 / 2.55 / 2.06
6_report: 0.401 / 2.54 / 1.88
## cell usage after synthesis (all sizes together)
master and count:
inv 1, dfrtp 59
## worst paths after layout
path	from	end	slack (ns)	depth (start not counted)
max in group asynchronous	rst	vep_D_out[12]	0.53	3
min in group clk0	RAM_PIC_WE_in	RAM_PIC_WE_out	0.31	1
hold / removal	rst	RAM_PIC_A_out[0]	0.27	3
setup / recovery	vep_D_out[17]	vep_D_out[17]	-0.04	1
## logic make-up after synthesis
family | count (synthesis) | share of synthesized area [%]
buffers and inverters | 1 | 0.253
DFF | 59 | 99.7
## registers in the layout (all words and copies together) (netlist names)
signal	flops
vep_D_out	24
RAM_PIC_A_out	18
tag_A_out	6
vep_A_out	6
state	2
RAM_PIC_WE_out	1
tag_en_out	1
vep_en_out	1
## stage by stage
stage	utilization, %	total power [mW]
2_1_floorplan	-	2.58
3_3_place_gp	80.6	3.08
3_5_place_dp	80.6	3.09
4_1_cts	77.2	4.87
5_1_grt	77.2	5.04
6_report	77.2	4.82
No activity file was given, so power comes from the tool's default toggle rates.
